## design.v

```verilog
`timescale 1ns / 1ps
module decoder_4x16(
		input [3:0] inputs,
		input enabled,
		output [15:0] outputs
    );
	 wire [3:0] wires;
	 decoder_2x4
		n0 (inputs[3:2], enabled, wires[3:0]),
		n1 (inputs[1:0], wires[0], outputs[3:0]),			 
		n2 (inputs[3:2], wires[1], outputs[7:4]), 		 
		n3 (inputs[3:2], wires[2], outputs[11:8]),		 
		n4 (inputs[3:2], wires[3], outputs[15:12]);		 
endmodule
`timescale 1ns / 1ps
module decoder_2x4(
		input [1:0] inputs,
		input enabled,
		output [3:0] outputs
    );
	 wire [1:0] inputs_not;
	 not
		n0 (inputs_not[0], inputs[0]),
		n1 (inputs_not[1], inputs[1]);
	 and
		D2 (outputs[0], enabled, inputs_not[0], inputs_not[1]),
		D3 (outputs[1], enabled, inputs[0], inputs_not[1]),
		D4 (outputs[2], enabled, inputs_not[0], inputs[1]),
		D5 (outputs[3], enabled, inputs[0], inputs[1]);
endmodule
```

## run.sh

```bash
#!/bin/bash
# OpenROAD 26Q1-2900-gdf79404cd8, Yosys 0.63+post, stock flow scripts
make -C /OpenROAD-flow-scripts/flow DESIGN_CONFIG=/design/flow/config.mk WORK_HOME=/design/flow/orfs finish
```

## config.mk

```make
export PLATFORM = sky130hd
export DESIGN_NAME = decoder_4x16
export DESIGN_NICKNAME = decoder_4x16
export VERILOG_FILES = /design/flow/design.v
export SDC_FILE = /design/flow/constraint.sdc
export NUM_CORES = 4
export LEC_CHECK = 1
export CORE_AREA = 10 10 70 70
export DIE_AREA = 0 0 80 80
```

## constraint.sdc

```tcl
current_design decoder_4x16

set clk_period 1.0
set clk_io_pct 0.2

create_clock -name clk0 -period $clk_period

set non_clock_inputs [all_inputs -no_clocks]
set_input_delay [expr $clk_period * $clk_io_pct] -clock clk0 $non_clock_inputs
set_output_delay [expr $clk_period * $clk_io_pct] -clock clk0 [all_outputs]
```

==> impl_metrics.ini <==
; flow metrics
[placement]
place.detailed.hpwl_um = 499
place.gp.congestion = 0.680
dpl_cell_area_sq_um = 297
port_buffers = 12

[cells_and_area]
fillers = 412
logic_area_sq_um = 120
syn_to_final_growth_pct = 80.0
finalInstanceArea_sq_um = 282
clkbuf_count = 0
flops = 0
drive_gt1_frac = 0.424
seq_area_sq_um = 0
fin_util = 0.0824

[route]
routed_wirelength_um = 555
drc_errors = 0
viasPerCell = 1.91
dr_total_vias = 151
diodes = 0
drt_iter0_drc = 0
drt-pass1-iter-count = 1
avgRoutedWirePerCell_um = 7.03
drtAntennaViolNets = 0

[pwr]
ir_drop_mv = 0.0780
p_per_area_nw_per_um2 = 213
leakagePower_nw = 0.140

[critical_path]
end_kind = output pin
cp_common_cell = buf_6
cp_max_fo = 3
path_cells = buf_6, nand2b_4, buf_6, nor4b_2, buf_2
worst_path_max_delay_cell = nor4b_2
crit_required_ns = 0.80
crit_type = in -> out
arrival_ns = 0.88
start_kind = input pin
slowest_delay_ns = 0.18

[sta]
setup_ws_ns = -0.0809
slew_viol_final = 0
final-hold-violation-count = 0
rsz0062_at_grt = true
setup_viol = 3
min_period_over_period = 1.08
period_needed_ns = 1.08
fmax_ghz = 0.925

[floorplan]
num_io_pins = 21
die_width_um = 80
die_height_um = 80
rows = 21
core_sq_um = 3420
chip_area_sq_um = 6400
initCoreUtil = 0.0458

[worst_hold_path]
min_path_type = in -> out

[flow_run]
maxCapViolCount = 0
warning_count = 34

[global_route]
grt_pass1_vias = 168
antenna_found_initial = 0
grt_max_degree = 7
grt_use_total = 0.0157
grt_pass1_wl_um = 821
overflow = 0

[yosys]
synth.distinct_cells = 10
ys_seq_frac = 0
syn_inst = 21
synth_chip_area_sq_um = 156
yosysWarnings = 0
synth_area_sq_um = 156
syn_area_per_cell_sq_um = 7.45
synth_stat.cells = 21

[outcome]
violations = negative setup slack
status = complete, but fails checks

[clock_network]
ctsHoldBuffers = 0
-- synthesized netlist by cell type --
| library cell | number | share of area |
|---|---|---|
| buf_4 | 9 | 0.43 |
| nor2_1 | 3 | 0.072 |
| nor4b_2 | 2 | 0.19 |
| conb_1 | 1 | 0.024 |
| inv_1 | 1 | 0.024 |
| inv_2 | 1 | 0.024 |
| nand2_1 | 1 | 0.024 |
| nand2b_4 | 1 | 0.088 |
| nor4_1 | 1 | 0.040 |
| nor4_2 | 1 | 0.080 |
-- cell usage in the layout (no fill, tap or decap) --
master | netlist | final
nand2_1 | 1 | 1
conb_1 | 1 | 9
clkbuf_2 | 0 | 1
nor2_1 | 3 | 3
nor4_1 | 1 | 1
inv_1 | 1 | 1
clkdlybuf4s15_1 | 0 | 1
buf_4 | 9 | 1
nor4b_4 | 0 | 1
nor4_2 | 1 | 1
buf_2 | 0 | 5
inv_2 | 1 | 1
dlygate4sd2_1 | 0 | 3
nand2b_4 | 1 | 1
nor4b_2 | 2 | 1
buf_6 | 0 | 2
-- final timing paths --
| check | from | endpoint | slack (ns) | depth (start not counted) |
|---|---|---|---|---|
| max | inputs[3] | outputs[3] | -0.08 | 5 |
| min | inputs[0] | outputs[2] | 0.69 | 3 |
-- metal layers --
metal	part of all wire	up-vias	track usage
met1	0.47	61	0.0218
li1	-	75	-
met2	0.30	15	0.0185
met4	0	0	0
met5	0	-	0
met3	0.23	0	0.0136
-- power by group --
group	switching [mW]	leakage, nW	internal [mW]
Sequential	0	0	0
Clock	0	0	0
Combinational	0.0280	0.140	0.0319
-- worst max-delay path: cells and delay by family --
| family | cells | cell delay [ns] |
|---|---|---|
| buffers and inverters | 3 | 0.35 |
| and+or+nand+nor | 2 | 0.33 |
-- area by class of cell --
type / instances / area share
Multi-Input combinational cell: 18 / 0.427
Timing Repair Buffer: 13 / 0.342
Tap cell: 46 / 0.204
Inverter: 2 / 0.0267
-- cells by family (layout without fill, tap and decap cells) --
group	after synthesis	count (layout)	synth area share
simple gates	9	9	0.496
other cells	1	9	0.0240
buf+inv	11	15	0.480
-- through the flow --
stage	instances	power, mW	setup TNS (ns)	worst slack, ns	hold slack, ns
2_1_floorplan	29	0.0408	0	0.304	0.413
3_3_place_gp	78	0.0654	-5.20	-0.796	1.35
3_5_place_dp	78	0.0657	-5.28	-0.801	1.34
4_1_cts	79	0.0589	-0.316	-0.129	0.746
5_1_grt	79	0.0685	-0.378	-0.144	0.717
6_report	79	0.0599	-0.214	-0.0809	0.689
-- timing repair --
| item | in CTS | in global routing |
|---|---|---|
| gates resized | 33 | 5 |
| cloned | 0 | 0 |
| pin swaps | 3 | 2 |
| setup endpoints to repair | 7 | 5 |
| buffers inserted | 1 | 0 |
Power is estimated from default activity; no workload was simulated.
