==> design/flow/design.v <==
`timescale 1ns / 1ps
module Adder_Subtractor(
	input A, B, Cin, Sel,
	output S, Cout
    );
	 wire selector;
	 xor #10 (selector, Sel, B);
	 FA FA1 (.S(S), .Cout(Cout), .A(A), .B(selector), .Cin(Cin));
endmodule
`timescale 1ns / 1ps
module Adder_Subtractor_4Bit(
	input [3:0] A,
	input [3:0] B,
	input Sel,
	output [3:0] S,
	output Cout
	);
	wire [3:1] C;
	Adder_Subtractor
		AS0 (.S(S[0]), .Cout(C[1]), .A(A[0]), .B(B[0]), .Cin(Sel), .Sel(Sel)),
		AS1 (.S(S[1]), .Cout(C[2]), .A(A[1]), .B(B[1]), .Cin(C[1]), .Sel(Sel)),
		AS2 (.S(S[2]), .Cout(C[3]), .A(A[2]), .B(B[2]), .Cin(C[2]), .Sel(Sel)),
		AS3 (.S(S[3]), .Cout(Cout), .A(A[3]), .B(B[3]), .Cin(C[3]), .Sel(Sel));
endmodule
`timescale 1ns / 1ps
module FA(
	input A, B, Cin,
	output S, Cout
    );
	wire S1, D1, D2;
	HA HA1 (.S(S1), .Cout(D1), .A(A), .B(B));
	HA HA2 (.S(S), .Cout(D2), .A(S1), .B(Cin));
	or #5 (Cout, D2, D1);
endmodule
`timescale 1ns / 1ps
module HA(
	input A, B,
	output S, Cout
    );
	xor #10 (S, A, B);	
	and #5 (Cout, A, B);
endmodule
==> design/flow/run.sh <==
#!/bin/bash
# OpenROAD 26Q1-2900-gdf79404cd8, Yosys 0.63+post, stock flow scripts
make -C /OpenROAD-flow-scripts/flow DESIGN_CONFIG=/design/flow/config.mk WORK_HOME=/design/flow/orfs finish
==> design/flow/config.mk <==
export PLATFORM = sky130hd
export DESIGN_NAME = Adder_Subtractor_4Bit
export DESIGN_NICKNAME = Adder_Subtractor_4Bit
export VERILOG_FILES = /design/flow/design.v
export SDC_FILE = /design/flow/constraint.sdc
export NUM_CORES = 4
export LEC_CHECK = 1
export CORE_AREA = 10 10 70 70
export DIE_AREA = 0 0 80 80
==> design/flow/constraint.sdc <==
current_design Adder_Subtractor_4Bit

set clk_period 4.8
set clk_io_pct 0.2

create_clock -name clk0 -period $clk_period

set non_clock_inputs [all_inputs -no_clocks]
set_input_delay [expr $clk_period * $clk_io_pct] -clock clk0 $non_clock_inputs
set_output_delay [expr $clk_period * $clk_io_pct] -clock clk0 [all_outputs]
==> results_dict.tcl <==
# flow metrics
set metrics [dict create \
    status "completed" \
    crit_top_cell "fa_1" \
    grt_pass1_wl_um 717 \
    syn_inst 17 \
    grt_max_degree 5 \
    cpPeakStageDelay_ns 0.59 \
    diodes 0 \
    ios 14 \
    yosysCellCount 17 \
    synth_area_leader_cell "fa_1" \
    die_y_um 80 \
    timing.critical_path.from_type "input port" \
    yosysTopAreaCellShare 0.390 \
    post-place-ws_ns 0.406 \
    first_pass_iters 1 \
    die_w_um 80 \
    die_area_um2 6400 \
    endpoint_kind "output port" \
    grt_pass1_vias 146 \
    antenna_found_initial 0 \
    rsz0062_at_grt "no" \
    tightest_slew_ns 0.225 \
    crit_family "adder cells" \
    cp_cell_sequence "clkdlybuf4s50_1 -> xnor2_1 -> fa_1 -> fa_1 -> inv_1 -> fa_1 -> clkdlybuf4s50_1" \
    grt_overflow 0 \
    antenna_left 0 \
    portBuffers 14 \
    arrival_ns 3.42 \
    yosysWarnings 0 \
    vias 120 \
    hold_violations 0 \
    swShare 0.324 \
    yosysMostFrequentCell "inv_1" \
    ys_top_cells_by_count "5 x inv_1, 4 x buf_4, 3 x fa_1" \
    path_class "in2out" \
    viasPerCell 1.64 \
    area_growth_pct 109 \
    postCtsHoldBufs 0 \
    gp_congestion 0.687 \
    final_util 0.0941 \
    fmax_ghz 0.228 \
    coreArea_um2 3420 \
    grt_usage 0.0148 \
    p_int_w 0.0000268 \
    worst_hold_slack_ns 2.88 \
    slew_viol_final 0 \
    routed_wl_um 492 \
    tool_warnings 32 \
    p_clk_frac 0 \
    post-cts-setup-buffers 0 \
    post-route-min-period_ns 4.38 \
    maxCapViolCount 0 \
    avgSynthCellArea_um2 9.05 \
    relSlewSlack 0.849 \
    crit_required_ns 3.84 \
    pwr-share-comb 1.000 \
    drt-wirelength-per-cell_um 6.74 \
    p_leak_nw 0.122 \
    fp_util 0.0451 \
    setup_viol 0 \
    clkbuf_count 0 \
    switchingPower_w 0.0000128 \
    ir_drop_mv 0.0420 \
    cpMaxStageDelayCell "clkdlybuf4s50_1" \
    fillers 418 \
    syn-cell-area_um2 154 \
    crit_buf_inv 3 \
    first_iter_violations 0 \
    drc_errors 0 \
    ff_count 0 \
    num_rows 21 \
    setup_ws_ns 0.422 \
    ctsResizeCount 0 \
    ys_area_um2 154 \
    critPathMaxFanout 4 \
    top_cells_by_area "fa_1 39%, buf_4 20%, inv_1 12%, xnor2_1 11%, xor2_1 11%" \
    hold_path.class "in2out" \
    seq_power_share 0 \
    seq_area_um2 0 \
    drive_gt1_frac 0 \
    synth_seq_share 0 \
    setup_total_negative_slack_ns 0 \
    synthDistinctLibCells 6 \
    powerDensity_nw_per_um2 123 \
    timing.final.crit_share 0.912 \
]
==> kinds of logic after synthesis <==
| group | after synthesis | share of synthesized area |
|---|---|---|
| mux | 1 | 0.0650 |
| xor+xnor | 4 | 0.228 |
| buf+inv | 9 | 0.317 |
| fa+ha+maj | 3 | 0.390 |
==> area by class of cell <==
cell class / count / area (um2) / share of cell area
well taps: 46 / 57.6 / 0.179
inverters: 5 / 18.8 / 0.0584
multi-input cells: 8 / 105 / 0.327
repair buffers: 14 / 140 / 0.436
==> power by group through the flow <==
stage / combinational [W] / clock (W) / sequential, W
finish: 0.0000396 / 0 / 0
global route: 0.0000436 / 0 / 0
CTS: 0.0000398 / 0 / 0
==> metal layers <==
metal  GRT usage  wire length (um)
met4           0                 0
met5           0                 0
met1      0.0273               307
met3      0.0125                98
met2     0.00963                85
==> cell usage in the layout (no fill, tap or decap), drive strengths merged <==
| cell type | netlist | layout |
|---|---|---|
| mux2i | 1 | 1 |
| xnor2 | 2 | 2 |
| inv | 5 | 5 |
| fa | 3 | 3 |
| xor2 | 2 | 2 |
| clkdlybuf4s50 | 0 | 14 |
==> per-stage QoR <==
step / cells / power (W) / cell area, um2
floorplan: 17 / 0.0000190 / 154
global placement: 73 / 0.0000391 / 322
detailed placement: 73 / 0.0000396 / 322
CTS: 73 / 0.0000398 / 322
global route: 73 / 0.0000436 / 322
finish: 73 / 0.0000396 / 322
==> worst paths after layout <==
| path | startpoint | to | cells past startpoint |
|---|---|---|---|
| setup / recovery | Sel | S[3] | 7 |
| hold / removal | A[0] | S[0] | 3 |
Power figures rest on the tool's default switching activity, not on a simulated workload.
