$ cat flow/run.sh
#!/bin/bash
# OpenROAD 26Q1-2900-gdf79404cd8, Yosys 0.63+post, stock flow scripts
make -C /OpenROAD-flow-scripts/flow DESIGN_CONFIG=/design/flow/config.mk WORK_HOME=/design/flow/orfs finish
$ cat flow/config.mk
export PLATFORM = sky130hd
export DESIGN_NAME = comparator_8bits
export DESIGN_NICKNAME = comparator_8bits
export VERILOG_FILES = /design/flow/design.v
export SDC_FILE = /design/flow/constraint.sdc
export NUM_CORES = 4
export LEC_CHECK = 1
export CORE_AREA = 10 10 70 70
export DIE_AREA = 0 0 80 80
$ cat flow/constraint.sdc
current_design comparator_8bits

set clk_period 1.7
set clk_io_pct 0.2

create_clock -name clk0 -period $clk_period

set non_clock_inputs [all_inputs -no_clocks]
set_input_delay [expr $clk_period * $clk_io_pct] -clock clk0 $non_clock_inputs
set_output_delay [expr $clk_period * $clk_io_pct] -clock clk0 [all_outputs]
$ cat flow/design.v
`timescale 1ns / 1ps
module comparator_3bits(
		input [2:0] A,
		input [2:0] B,
		input l, e, g,
		output lt, et, gt			
    );
	 wire [2:0] bit_equality;
	 wire l_wire, e_wire, g_wire;
	 assign
		bit_equality[0] = (A[0] && B[0]) || (~A[0] && ~B[0]),
		bit_equality[1] = (A[1] && B[1]) || (~A[1] && ~B[1]),
		bit_equality[2] = (A[2] && B[2]) || (~A[2] && ~B[2]);
	 assign
		e_wire = (bit_equality[0] && bit_equality[1] && bit_equality[2]),
		l_wire = (l && e_wire),		
		g_wire = (g && e_wire);
	 assign
		lt = (~A[2] && B[2]) || (bit_equality[2] && ~A[1] && B[1]) || (bit_equality[2] && bit_equality[1] && ~A[0] && B[0]) || l_wire,
		gt = (A[2] && ~B[2]) || (bit_equality[2] && A[1] && ~B[1]) || (bit_equality[2] && bit_equality[1] && A[0] && ~B[0]) || g_wire,
		et = (e && e_wire);	 		
endmodule
`timescale 1ns / 1ps
module comparator_8bits(
		input [7:0] A,
		input [7:0] B,
		input l, e, g,
		output lt, et, gt
    );
	 wire [2:0] last_2_bits_A;
	 wire [2:0] last_2_bits_B;
	 wire [1:0] e_wire;
	 wire [1:0] l_wire;
	 wire [1:0] g_wire;
	 assign last_2_bits_A = {1'b0, A[7], A[6]};
	 assign last_2_bits_B = {1'b0, B[7], B[6]};
	 comparator_3bits
		c1 (A[2:0], B[2:0], l, e, g, l_wire[0], e_wire[0], g_wire[0]),										 
		c2 (A[5:3], B[5:3], l_wire[0], e_wire[0], g_wire[0], l_wire[1], e_wire[1], g_wire[1]),		 
		c3 (last_2_bits_A, last_2_bits_B, l_wire[1], e_wire[1], g_wire[1], lt, et, gt);				 
endmodule
==> results.yml <==
# physical design summary
run_status:
  status: "finished, violations left"
  failed_checks: "negative setup slack"
placed_design:
  dpl_worst_slack_ns: -1.08
  dp_hpwl_um: 1100
  finalWeightedCongestion: 0.735
  io_buffer_count: 22
  post-place-cells: 121
timing:
  setup_repair_after_global_routing_missed_its_margin: "true"
  finalSetupViolCount: 3
  final_hold_viol_count: 0
  fin_crit_ns: 2.02
  slew_headroom: 0.807
  finalClockPeriodUsage: 1.19
  post-route-worst-setup-slack_ns: -0.316
  max_freq_mhz: 496
  max_slew.worst_pin.slew_ns: 0.290
  finalMaxSlewViolations: 0
drt:
  route.antenna.diode_count: 0
  drt-initial-drc-count: 8
  ant_nets: 0
  drt-total-wl_um: 1340
  drt_drc_violations_left: 0
  route.detailed.vias_per_inst: 3.65
  routed_vias: 453
  wire_per_inst_um: 10.8
  drt_pass1_iterations: 2
worst_setup_path:
  critPathMaxStageDelay_ns: 0.48
  critical_path_rt_ns: 1.36
  critical_path.max_fanout: 3
  slowest_stage: "or4b_4"
  critical_path_depth: 8
  critPathMostFrequentCell: "buf_6"
  critical_path.n_buffers_inverters: 3
  crit_path_start_kind: "input pin"
  cp_cell_sequence: "buf_6, ha_4, or4b_4, buf_6, a31oi_4, a2111oi_2, nor2_1, buf_2"
  worst_ep_arrival_time_ns: 1.68
  timing_worst_setup_path_type: "in2out"
  cp_top_family: "simple AND/OR/NAND/NOR gates"
  endpoint_kind: "primary output"
pwr:
  clockPowerShare: 0
  vdd_ir_drop_max_uv: 62.4
  switching_share: 0.450
  logic_gate_share_of_total_power: 1.000
  power.leakage_nw: 0.362
  net-switching-power_uw: 88.0
  p_int_uw: 108
  power.density_cell_area_nw_per_um2: 245
  share_seq_of_total_power: 0
logic_synthesis:
  synth.yosys.chip_area_um2: 329
  ys_seq_frac: 0
  netlist-cell-type-count: 17
  yosys.cell_count.top_type: "inv_1"
  synthesis.yosys.warnings: 0
  yosys.area.top_type_share: 0.228
  synth.avg_cell_area_um2: 6.72
  syn-instance-count: 49
  synth.yosys.num_cells: 49
  synth.top_cells.by_count: "inv_1, ha_1, a31oi_1, nand4_1"
  netlist.top_cell.by_area: "ha_1"
  topCellsByArea: "ha_1, inv_1, a31oi_1, maj3_1, nand4_1"
  syn_area_um2: 329
hold_path:
  class_of_the_most_critical_hold_timing_path: "in2out"
  whs_path_depth: 6
floorplan:
  die_w_um: 80
  design.core.area_um2: 3420
  die_h_um: 80
  floorplan.die_area_um2: 6400
  floorplan.rows: 21
  initial_util: 0.0963
  ios: 22
grt:
  grt_antenna_before_repair: 0
  globalRouteTotalUtil: 0.0386
  grt_first_pass_wirelength_um: 2050
  number_of_global_route_vias_before_repair: 450
  global_route.overflow_total: 0
  grt_start_max_net_pins: 8
layout:
  final_cells: 124
  nFlopsAndLatches: 0
  fill_cells: 372
  nClkBuffers: 0
  seq_area_um2: 0
  syn2layout_area_growth_pct: 143
  post_route_cells_drive_above_1_share: 0.436
run:
  warnings: 37
  max_cap_violations: 0
-- kinds of logic (layout without fill, tap and decap cells) --
kind of cell	count (synthesis)	after routing	synth area share
buf+inv	14	43	0.160
simple gates	12	12	0.213
compound gates	12	12	0.259
fa+ha+maj	8	8	0.289
xor+xnor	3	3	0.0799
-- routing by layer --
layer / global-route usage / share of wire
met5: 0 / 0
met2: 0.0610 / 0.45
met4: 0 / 0
met1: 0.0488 / 0.43
met3: 0.0193 / 0.13
-- path summary, 6_finish.rpt --
path              to  startpoint
setup / recovery  lt        B[5]
hold / removal    lt        B[5]
-- power by group through the flow --
stage	Sequential, mW	Combinational [mW]	Clock [mW]
5_1_grt	0	0.213	0
4_1_cts	0	0.193	0
6_report	0	0.196	0
-- cells in the final DEF (no fill, tap or decap), types with 2 or more instances in the layout --
cell type,Yosys,final
a31oi_4,0,4
buf_2,0,7
a21o_1,2,2
buf_4,0,5
a21oi_1,2,2
nand2_1,2,2
nand4_1,3,3
nor2b_4,0,2
buf_6,0,3
dlygate4sd2_1,0,5
a2111oi_2,0,2
clkdlybuf4s50_1,0,6
inv_1,14,12
nor2_1,2,2
ha_1,6,4
maj3_1,2,2
ha_4,0,2
o2111ai_4,0,2
-- through the flow --
step                       util  TNS [ns]  total power [mW]  cell area [µm²]  hold WS [ns]
after floorplan               -         0            0.0591              342         0.759
after global placement    0.190     -3.10             0.142              649          1.66
after detailed placement  0.190     -3.14             0.145              649          1.64
after CTS                 0.233    -0.878             0.193              795          1.17
after global routing      0.234     -1.05             0.213              798          1.21
final                     0.234    -0.880             0.196              798          1.16
-- final cells by class --
type	count	area [µm²]	area share
inverter	14	55.1	0.0690
timing repair buffer	29	243	0.304
multi-input combinational	35	443	0.555
tap	46	57.6	0.0721
-- repair_timing --
item,CTS,global route
buffers inserted,3,0
gates cloned,0,0
hold buffers,0,0
pin swaps,8,3
resized,71,3
endpoints found under the setup margin,3,3
Power is estimated from default activity; no workload was simulated.
